$ cat flow/design.v
`timescale 1ns / 1ps
module FPCVT(
    input [12:0] D,
    output S,
    output [2:0] E,
    output [4:0] F
    );
	wire [12:0] mag_main;
	mag_generator mag(.D(D), .sign(S), .mag(mag_main));
	wire roundbit;
	wire [2:0] exp_count;
	wire [4:0] sig_count;
	count_leading_zeros zeros(.mag(mag_main), .exp(exp_count), .significand(sig_count), .roundbit(roundbit));
	rounding round(.roundbit(roundbit), .exp_in(exp_count), .significand_in(sig_count), .exp_out(E), .significand_out(F));
endmodule
module mag_generator(
	input [12:0] D,
	output sign,
	output [12:0] mag
	);
	reg [12:0] mag_reg;
	assign sign = D[12];
	always @(*) begin
		case (sign)
			1'b0: mag_reg = D;
			1'b1: mag_reg = ~D + 13'b1;
		endcase
		case (D)
			13'b1_0000_0000_0000: begin
				mag_reg = 13'b1_1111_1111_1111;;
			end
		endcase
	end
	assign mag = mag_reg;
endmodule
module count_leading_zeros(
	input [12:0] mag,
	output [2:0] exp,
	output [4:0] significand,
	output roundbit
	);
	reg [2:0] exp_reg;
	reg [4:0] significand_reg;
	reg roundbit_reg;
	always @(*) begin
		casex (mag) 
			13'b0_1xxx_xxxx_xxxx: begin
				exp_reg = 3'b111;
				significand_reg = mag[11:7];
				roundbit_reg = mag[6];
				end
			13'b0_01xx_xxxx_xxxx: begin
				exp_reg = 3'b110;
				significand_reg = mag[10:6];
				roundbit_reg = mag[5];
				end
			13'b0_001x_xxxx_xxxx: begin
				exp_reg = 3'b101;
				significand_reg = mag[9:5];
				roundbit_reg = mag[4];
				end
			13'b0_0001_xxxx_xxxx: begin
				exp_reg = 3'b100;
				significand_reg = mag[8:4];
				roundbit_reg = mag[3];
				end
			13'b0_0000_1xxx_xxxx: begin
				exp_reg = 3'b011;
				significand_reg = mag[7:3];
				roundbit_reg = mag[2];
				end
			13'b0_0000_01xx_xxxx: begin
				exp_reg = 3'b010;
				significand_reg = mag[6:2];
				roundbit_reg = mag[1];
				end
			13'b0_0000_001x_xxxx: begin
				exp_reg = 3'b001;
				significand_reg = mag[5:1];
				roundbit_reg = mag[0];
				end
			13'b0_0000_0001_xxxx: begin
				exp_reg = 3'b000;
				significand_reg = mag[4:0];
				roundbit_reg = 1'b0;
				end
			13'b0_0000_0000_1xxx: begin
				exp_reg = 3'b000;
				significand_reg = {1'b0, mag[3:0]};
				roundbit_reg = 1'b0;
				end
			13'b0_0000_0000_01xx: begin
				exp_reg = 3'b000;
				significand_reg = {2'b00, mag[2:0]};
				roundbit_reg = 1'b0;
				end
			13'b0_0000_0000_001x: begin
				exp_reg = 3'b000;
				significand_reg = {3'b000, mag[1:0]};
				roundbit_reg = 1'b0;
				end
			13'b0_0000_0000_0001: begin
				exp_reg = 3'b000;
				significand_reg = {4'b0000, mag[0]};
				roundbit_reg = 1'b0;
				end
			13'b0_0000_0000_0000: begin
				exp_reg = 3'b000;
				significand_reg = 5'b0_0000;
				roundbit_reg = 1'b0;
				end
			13'b1_1111_1111_1111: begin
				exp_reg = 3'b111;
				significand_reg = 5'b1_1111;
				roundbit_reg = 1'b0;
				end
			default: begin
				exp_reg = 3'bxxx;
				significand_reg = 5'bx_xxxx;
				roundbit_reg = 1'bx;
				end
		endcase
	end
	assign exp = exp_reg;
	assign significand = significand_reg;
	assign roundbit = roundbit_reg;
endmodule
module rounding(
	input roundbit,
	input [2:0] exp_in,
	input [4:0] significand_in,
	output [2:0] exp_out,
	output [4:0] significand_out
	);
	reg [2:0] exp_reg;
	reg [4:0] significand_reg;
	always @(*) begin
		case (roundbit)
			1'b1: begin
				if (significand_in == 5'b1_1111) begin
					significand_reg = 5'b1_0000;
					if (exp_in == 3'b111) begin
						exp_reg = 3'b111;
						significand_reg = 5'b1_1111;
					end
					else
						exp_reg = exp_in + 1'b1;
				end
				else
					significand_reg = significand_in + 1'b1;
			end
		default: begin
			exp_reg = exp_in;
			significand_reg = significand_in;
		end
		endcase
	end
	assign exp_out = exp_reg;
	assign significand_out = significand_reg;
endmodule
$ cat flow/run.sh
#!/bin/bash
# OpenROAD 26Q1-2900-gdf79404cd8, Yosys 0.63+post, stock flow scripts
make -C /OpenROAD-flow-scripts/flow DESIGN_CONFIG=/design/flow/config.mk WORK_HOME=/design/flow/orfs finish
$ cat flow/config.mk
export PLATFORM = sky130hd
export DESIGN_NAME = FPCVT
export DESIGN_NICKNAME = FPCVT
export VERILOG_FILES = /design/flow/design.v
export SDC_FILE = /design/flow/constraint.sdc
export NUM_CORES = 4
export LEC_CHECK = 1
export CORE_AREA = 10 10 92 92
export DIE_AREA = 0 0 102 102
$ cat flow/constraint.sdc
current_design FPCVT

set clk_period 14.8
set clk_io_pct 0.2

create_clock -name clk0 -period $clk_period

set non_clock_inputs [all_inputs -no_clocks]
set_input_delay [expr $clk_period * $clk_io_pct] -clock clk0 $non_clock_inputs
set_output_delay [expr $clk_period * $clk_io_pct] -clock clk0 [all_outputs]
==> impl_metrics.toml <==
# implementation run metrics
[status]
status = "finished, final reports clean"

[pwr]
p_leak_nw = 0.572
p_per_area_mw_per_mm2 = 39.0
ir_drop_v = 0.0000105
total_power_mw = 0.0646

[placed_design]
gp_congestion = 0.934
post_dp_cell_area_sq_mm = 0.00166
hpwl_mm = 3.46
dp.cells = 281
io_buffer_count = 22

[detailed_routing]
ant_nets = 0
diodes = 0
wl_mm = 4.35
dr_total_vias = 1645
post_drt_wl_per_cell_um = 15.5
first_pass_iters = 4
via_per_inst = 5.85
drc = 0
drt_iter0_markers = 159

[sta]
fmax_ghz = 0.0931
untimed_endpoints = 6
setup_viol = 0
grt_setup_unrepaired = "no"
drv_slew = 0
period_used_share = 0.726
fin_hold_ws_ps = 7250
unclocked_regs = 3
period_needed_ps = 10740
setup_tns_ps = 0
tightestPinTransition_ps = 956
finalHoldViolations = 0
relSlewSlack = 0.359

[clock_network]
cts_hold_buf = 0
ctsResizeCount = 0
post_cts.repair.setup_buffers = 0

[critical_path]
critical_path_required_ps = 11840
worstSetupEndpointType = "output port"
crit_top_cell = "a211oi_1"
crit_chain = "clkdlybuf4s50_1 -> inv_1 -> ha_1 -> nor2b_1 -> a211oi_1 -> a211oi_1 -> and3_1 -> a221o_1 -> a211oi_1 -> a31oi_1 -> ha_1 -> nand2_1 -> nor3b_1 -> o21bai_1 -> clkdlybuf4s50_1"
critical_path_arrival_ps = 7780
cp-start-kind = "primary input"
slowest_delay_ps = 800
cpLargestDelayFamily = "AND-OR/OR-AND gates"
crit_slowest_cell = "a211oi_1"
worstPathMaxFanout = 9
crit_path_start = "D[0]"
critPathBufInv = 3
crit_type = "in -> out"

[logic_synthesis]
synth-async-reset-ratio = 0
logic_family = "AND-OR/OR-AND gates"
syn_inst = 197
ys.flop_type = "dlxtn_1"
synthAdderAreaFrac = 0.0177
synth_cell_types = 72
area_leaders = "nand2_1 (4.8%), a21oi_1 (4.3%), o41ai_4 (3.9%)"
synthXorXnorAreaFrac = 0.0435
ys_warn_count = 3
synthAoiAreaFrac = 0.473
ys_area_sq_mm = 0.00141
ys.flops = 3
synth-simple-area-share = 0.338
synth-edff-count = 0
syn_avg_cell_area_sq_um = 7.16
synth.area.mux_share = 0.0222
synth_area_sq_mm = 0.00141
yosysTopAreaCellShare = 0.0479
ys_cells = 197
top_area_cell = "nand2_1"

[final_layout]
fin_cells = 281
area_growth_syn_to_layout_pct = 17.5
drive_above_1_share = 0.0686
final_area_sq_mm = 0.00166
largest_reg_flops = 3

[min_path]
hold_class = "in -> out"
hold-path-cell-count = 2
hp-start = "D[12]"
worstHoldEndpoint = "S"

[die]
die_y_um = 102
pin_count = 22
chipArea_sq_mm = 0.0104
fp_util = 0.218
num_rows = 29
core_area_sq_mm = 0.00646
die_w_um = 102

[grt]
grt_pass1_vias = 1431
grt_pass1_wl_mm = 7.10
grt_remaining_overflow = 0
grt_util_all_layers = 0.0797
antenna_found_initial = 0
grt_max_degree = 19

[job]
cap_violations = 0
warnings = 32
[layout by cell type, fill, tap and decap left out, types with 4 or more instances in the layout]
cell type | Yosys | final
a21oi_1 | 12 | 12
inv_1 | 7 | 7
clkdlybuf4s50_1 | 0 | 22
nor4_1 | 5 | 5
and3_1 | 5 | 5
nor2_1 | 9 | 9
nand2b_1 | 5 | 5
a211o_1 | 4 | 4
nand2_1 | 18 | 18
nand4_1 | 4 | 4
xnor2_1 | 4 | 4
nor2b_1 | 6 | 6
o31ai_1 | 4 | 4
nor3_1 | 5 | 5
a211oi_1 | 5 | 5
[area by class of cell]
type	instances	area [sq um]
fillers	701	4800
inverters	7	26.3
multi-input cells	171	1260
flip-flops and latches	3	45.0
well taps	77	96.3
repair buffers	23	228
[cells by family (layout without fill, tap and decap cells)]
group / after synthesis / after routing
simple gates: 83 / 83
buf+inv: 23 / 30
xor+xnor: 7 / 7
compound gates: 76 / 76
latches: 3 / 3
fa+ha+maj: 2 / 2
mux: 3 / 3
[synth_stat cells (all sizes together), types with 4 or more instances]
master and instances:
nand2 18, nor3 6, nor4 5, and2 4, and3 5, buf 7, nor2 9, nor2b 6
a211oi 5, nand2b 5, inv 7, o21ai 5, clkbuf 9, o31ai 4, a21oi 12, xnor2 4
a41oi 4, nand4 4, a211o 4, or3 4
[metrics by stage]
step / util / worst slack (ps)
6_report: 0.256 / 4060
3_3_place_gp: 0.256 / 4200
5_1_grt: 0.256 / 3690
2_1_floorplan: - / 5750
3_5_place_dp: 0.256 / 4190
4_1_cts: 0.256 / 4180
[report_power, final]
part           leakage, nW  total (mW)  internal, mW  switching, mW
logic                0.547      0.0628        0.0290         0.0338
clock network            0           0             0              0
registers           0.0251     0.00181       0.00171      0.0000992
total                0.572      0.0646        0.0307         0.0339
[per-layer routing]
layer | global-route usage | share of wire | vias to the layer above
met5 | 0 | 0 | -
met4 | 0.00759 | 0.013 | 0
met3 | 0.00273 | 0.050 | 6
met2 | 0.149 | 0.52 | 61
met1 | 0.103 | 0.41 | 771
li1 | - | - | 807
[how the worst max path moves through the flow]
stage,endpoint,cells after the start
finish,F[2],15
global route,F[2],15
CTS,F[2],15
Power and IR drop assume default switching activity.
