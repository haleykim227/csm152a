**design/flow/config.mk**
```make
export PLATFORM = sky130hd
export DESIGN_NAME = parking_meter
export DESIGN_NICKNAME = parking_meter
export VERILOG_FILES = /design/flow/design.v
export SDC_FILE = /design/flow/constraint.sdc
export NUM_CORES = 4
export LEC_CHECK = 1
export CORE_UTILIZATION = 50
```
**design/flow/constraint.sdc**
```tcl
current_design parking_meter

set clk_period 11.4
set clk_io_pct 0.2

create_clock -name clk0 -period $clk_period [get_ports {clk}]

set non_clock_inputs [all_inputs -no_clocks]
set_input_delay [expr $clk_period * $clk_io_pct] -clock clk0 $non_clock_inputs
set_output_delay [expr $clk_period * $clk_io_pct] -clock clk0 [all_outputs]
```
**design/flow/design.v**
```verilog
`timescale 1ns / 1ps
module parking_meter(
	input add1,
	input add2,
	input add3,
	input add4,
	input rst1,
	input rst2,
	input clk,
	input rst,
	output [6:0] led_seg,
	output a1,
	output a2,
	output a3,
	output a4,
	output [3:0] val1,
	output [3:0] val2,
	output [3:0] val3,
	output [3:0] val4
   );
	reg clk_div_100_reg;
	reg [13:0] bin_time;
	reg [1:0] flash;
	wire clk_div_100;
	reg [6:0] counter;
	always @(posedge clk) begin
		if (rst) begin
			counter <= 7'b000_0000;
			clk_div_100_reg <= 0;
		end
		else begin
			if (counter == 7'b110_0010) begin
				clk_div_100_reg <= ~clk_div_100_reg;
				counter <= counter + 1'b1;
			end
			else if (counter == 7'b110_0011) begin
				counter <= 7'b000_0000;
				clk_div_100_reg <= ~clk_div_100_reg;
			end
			else
				counter <= counter + 1'b1;
		end
	end
	assign clk_div_100 = clk_div_100_reg;
	always @(posedge clk) begin
		if (rst)
			bin_time <= 0;
		else if (rst1)
			bin_time <= 16;
		else if (rst2)
			bin_time <= 150;
		else if (add1) begin
			if (9999-bin_time >= 60)
				bin_time <= bin_time + 60;
			else
				bin_time <= 9999;
		end
		else if (add2) begin
			if (9999-bin_time >= 120)
				bin_time <= bin_time + 120;
			else
				bin_time <= 9999;
		end
		else if (add3) begin
			if (9999-bin_time >= 180)
				bin_time <= bin_time + 180;
			else
				bin_time <= 9999;
		end
		else if (add4) begin
			if (9999-bin_time >= 300)
				bin_time <= bin_time + 300;
			else
				bin_time <= 9999;
		end
		else if (clk_div_100) begin
			if (bin_time != 0)
				bin_time <= bin_time - 1;
		end
	end
	always @(*) begin
		if (bin_time == 0)
			flash <= 2'b01;
		else if (bin_time <= 180)
			flash <= 2'b10;
		else
			flash <= 2'b00;
	end
	reg [6:0] count;
	reg off;
	always @(posedge clk) begin
		if (flash == 2'b00)
			off <= 0;
		else if (flash == 2'b01) begin
			if (rst) begin
				count <= 7'b000_0000;
				off <= 0;
			end
			else if (count == 7'b011_0001) begin
				off <= ~off;
				count <= 7'b000_0000;
			end
			else
				count <= count + 1;
		end
		else if (flash == 2'b10)
			off <= 0;
	end
	BCDencoder bcd_test(.bin_time(bin_time), .val1(val1), .val2(val2), .val3(val3), .val4(val4));
	sevenseg led_test(.bin_time(bin_time), .clk(clk), .rst(rst), .off(off), .flash(flash), .clk_div_100(clk_div_100),
							.dig1(val1), .dig2(val2), .dig3(val3), .dig4(val4), .a1(a1), .a2(a2), .a3(a3), .a4(a4), 
							.led_seg(led_seg));
endmodule
module BCDencoder(
	input [13:0] bin_time,
	output [3:0] val1,
	output [3:0] val2,
	output [3:0] val3,
	output [3:0] val4
	);
	assign val1 = bin_time % 10;
	assign val2 = (bin_time/10) % 10;
	assign val3 = (bin_time/100) % 10;
	assign val4 = (bin_time/1000) % 10;
endmodule
module sevenseg(
	input [13:0] bin_time,
	input clk,
	input rst,
	input off,
	input [1:0] flash,
	input clk_div_100,
	input [3:0] dig1,
	input [3:0] dig2,
	input [3:0] dig3,
	input [3:0] dig4,
	output a1,
	output a2,
	output a3,
	output a4,
	output [6:0] led_seg
	);
	reg a1_reg;
	reg a2_reg;
	reg a3_reg;
	reg a4_reg;
	reg [6:0] led_seg_reg;
	function [6:0] ledsegdisplay;
		input [4:0] digit;
		begin
			case (digit)
			0: ledsegdisplay = 7'b000_0001;
			1: ledsegdisplay = 7'b100_1111;
			2: ledsegdisplay = 7'b001_0010;
			3: ledsegdisplay = 7'b000_0110;
			4: ledsegdisplay = 7'b100_1100;
			5: ledsegdisplay = 7'b010_0100;
			6: ledsegdisplay = 7'b010_0000;
			7: ledsegdisplay = 7'b000_1111;
			8: ledsegdisplay = 7'b000_0000;
			9: ledsegdisplay = 7'b000_0100;
			endcase
		end
	endfunction
	reg [1:0] counter;
	always @(posedge clk) begin
		if (rst) begin
			counter <= 0;
		end
		else
			counter <= counter + 1;
	end
	always @(*) begin
		if (off)
			led_seg_reg <= 7'b111_1111;
		else if (flash == 2'b10) begin
			if ((bin_time % 2) == 1)
				led_seg_reg <= 7'b111_1111;
			else begin
				case (counter)
			0: begin
				a1_reg <= 0;
				a2_reg <= 1;
				a3_reg <= 1;
				a4_reg <= 1;
				led_seg_reg <= ledsegdisplay(dig1);
				end
			1: begin
				a1_reg <= 1;
				a2_reg <= 0;
				a3_reg <= 1;
				a4_reg <= 1;
				led_seg_reg <= ledsegdisplay(dig2);
				end
			2: begin
				a1_reg <= 1;
				a2_reg <= 1;
				a3_reg <= 0;
				a4_reg <= 1;
				led_seg_reg <= ledsegdisplay(dig3);
				end
			3: begin
				a1_reg <= 1;
				a2_reg <= 1;
				a3_reg <= 1;
				a4_reg <= 0;
				led_seg_reg <= ledsegdisplay(dig4);
				end
			endcase
			end
		end
		else begin
			case (counter)
			0: begin
				a1_reg <= 0;
				a2_reg <= 1;
				a3_reg <= 1;
				a4_reg <= 1;
				led_seg_reg <= ledsegdisplay(dig1);
				end
			1: begin
				a1_reg <= 1;
				a2_reg <= 0;
				a3_reg <= 1;
				a4_reg <= 1;
				led_seg_reg <= ledsegdisplay(dig2);
				end
			2: begin
				a1_reg <= 1;
				a2_reg <= 1;
				a3_reg <= 0;
				a4_reg <= 1;
				led_seg_reg <= ledsegdisplay(dig3);
				end
			3: begin
				a1_reg <= 1;
				a2_reg <= 1;
				a3_reg <= 1;
				a4_reg <= 0;
				led_seg_reg <= ledsegdisplay(dig4);
				end
			endcase
		end
	end
	assign a1 = a1_reg;
	assign a2 = a2_reg;
	assign a3 = a3_reg;
	assign a4 = a4_reg;
	assign led_seg = led_seg_reg;
endmodule
```
**design/flow/run.sh**
```bash
#!/bin/bash
# OpenROAD 26Q1-2900-gdf79404cd8, Yosys 0.63+post, stock flow scripts
make -C /OpenROAD-flow-scripts/flow DESIGN_CONFIG=/design/flow/config.mk WORK_HOME=/design/flow/orfs finish
```
==> results.txt <==
On the backend side, the flow ran end to end.

The repair_antennas step left the layout with diodes totalling 0. The leakage power stands at 4.51 nW. The biggest fanout along the worst timing path stands at 12. The clock network latency to the later pin of the worst-skew pair stands at 280 ps. The share of cells above drive strength 1 stands at 14.1%. Per the STA report, the cell with the highest stage delay on the worst path is sky130_fd_sc_hd__or4b_1. The top-level port count stands at 35. The maximum clock path buffer count stands at 2. The flip-flop count of the largest register after layout stands at 14. The commonest cells after synthesis are 174 x sky130_fd_sc_hd__nand2_1, 157 x sky130_fd_sc_hd__nor2_1, 119 x sky130_fd_sc_hd__a21oi_1. Yosys instantiated no cell more often than sky130_fd_sc_hd__nand2_1. The final number of max-transition violations stands at 0. The number of instances in the synthesized netlist stands at 1,651.

The commonest register cell is sky130_fd_sc_hd__dfxtp_1. In the placement report, post-DP HPWL is listed as 28,700 um. The register bit count reported by yosys stands at 36.

Per the post-CTS timing run, clock transition at the registers of the reported paths is 60 ps. Of the total synthesized cell area, the portion taken by full adders, half adders and majority gates is 5.59%. The largest stage delay on the critical path stands at 500 ps. On the final layout, the worst hold slack is 455 ps. In the setup report, the worst path falls into the class reg -> out.

The number of global-route vias before repair came to 11.3k. The horizontal die dimension reported for this design is 151 um. The portion of synthesized area spent on multiplexers is 1.78%. The timing-limited maximum frequency stands at 92.2 MHz.

Entering global routing, the biggest net connects 46 pins. The CTS report gives the tree buffer count as 5. The count of final setup violators stands at 0. In the synthesis report, Yosys lists the chip area as 11,100 um2. The largest registers in the layout are bin_time: 14 flops, count: 7 flops, counter: 7 flops.

The complex-gate fraction of the synthesized area stands at 42.6%. The first-pass GRT wire length stands at 61,300 um. The routed wirelength normalized by instance count stands at 19.9 um. TritonCTS built the clock tree. The number of hold buffers added after CTS stands at 0. The timer found 4 register pins that no clock reaches; their paths are not timed. The number of nets still failing antenna checks after routing stands at 0. The congestion estimate from routability-driven global placement came to 0.985. The fill cell total of the finished layout stands at 2,158. The number of antenna violations at the first check in global routing stands at 0. The number of warnings the tools reported stands at 45. Note that the worst hold path type here is reg -> reg. The count of endpoints without a timing constraint stands at 8. Grouping stages by cell kind, the critical path spends the most delay in AND-OR/OR-AND gates. The highest ir drop seen on vdd stands at 0.110 mV. In this run the layout overhead on the synthesized area is reported as 9.27%. The number of vias in the routed layout stands at 13.0k. The height of the chip stands at 151 um. The number of buffers inserted by port buffering stands at 34. The initialized floorplan defines 54 standard-cell rows.

The detailed-routing iteration count for the pre-antenna-repair pass stands at 5. Detailed-route iteration 0 reported a violation count of 1,099. Ranked by flip-flop count, first place goes to bin_time.

The largest total area in the synthesized netlist belongs to sky130_fd_sc_hd__nand2_1. Data on the critical path arrives at its endpoint at 8570 ps. The overall routing resource usage stands at 34.4%.

For this run, asynchronously set or reset flops after synthesis account for 0%. STA classifies the critical path endpoint as a primary output. After synthesis, the largest family of logic cells by area is AND-OR/OR-AND gates. The number of warnings issued by yosys stands at 2. For this block, the routed nets add up to 38,600 um of wire. Dividing the final minimum period by the clock period gives 95.2%. According to the timing report, the data required time at the worst endpoint equals 9120 ps.

The smallest clock period supported by the final layout is computed as 10,850 ps. The average footprint of a synthesized cell stands at 6.73 um2. The worst-case max-slew headroom was logged as 39.6%. The run finished with clean final reports. The H-tree generated during clock tree synthesis spans 2 levels. Per the GRT congestion report, total overflow comes to 0. The number of hold violations in the final report stands at 0. The cell sitting at the root of the clock tree is a sky130_fd_sc_hd__clkbuf_16. The floorplan die area stands at 22,800 um2. The worst clock skew on the final layout stands at 7.76 ps. The max-capacitance violation count stands at 0. STA classifies the critical path startpoint as a register. After floorplanning, the core was sized to cover 21,800 um2. The share of synthesized area in the top cell type comes to 5.88%.

The routed design shows a via density per instance of 6.71. The post-synthesis cell count from yosys stands at 1,651. For this run, design rule violations remaining after detail routing come to 0. After synthesis, the cell types taking the most area are sky130_fd_sc_hd__nand2_1 5.9%, sky130_fd_sc_hd__a21oi_1 5.4%, sky130_fd_sc_hd__nor2_1 5.3%. The synthesized netlist devotes 28.5% of its cell area to simple gates. The cell area after synthesis stands at 11,100 um2. The actual slew at the worst max-slew pin stands at 903 ps. Setup total negative slack on the finished layout was measured at 0 ps. For reference, XOR and XNOR gates occupy 7.29% of the area reported after synthesis. The number of enable-type register cells in the synthesized netlist stands at 7. After synthesis, the netlist uses 123 different library cells. The power per unit of standard cell area stands at 108 nW/um2. The buffering stage count on the worst path with inverters included stands at 5. The floorplan utilization stands at 50.9%.
## worst register-to-register path, stage by stage, from the launching register on
cell and delay, ps:
sky130_fd_sc_hd__dfxtp_1 460, sky130_fd_sc_hd__buf_4 320, sky130_fd_sc_hd__inv_1 130, sky130_fd_sc_hd__buf_4 250
sky130_fd_sc_hd__ha_1 450, sky130_fd_sc_hd__inv_1 200, sky130_fd_sc_hd__nor2_1 490, sky130_fd_sc_hd__nor2_1 110
sky130_fd_sc_hd__xnor2_1 150, sky130_fd_sc_hd__a311oi_1 280, sky130_fd_sc_hd__nor2b_1 340, sky130_fd_sc_hd__o221a_2 290
sky130_fd_sc_hd__nor2b_1 170, sky130_fd_sc_hd__a221o_1 360, sky130_fd_sc_hd__a222oi_1 320, sky130_fd_sc_hd__o32ai_1 160
sky130_fd_sc_hd__a211oi_1 270, sky130_fd_sc_hd__nor3_1 60
## per-layer routing
layer	part of all wire [%]	vias up	wire [um]	track usage, %
li1	-	6319	-	-
met1	45	6013	17200	50.2
met2	44	563	17000	52.5
met5	0	-	0	0
met4	3.3	0	1260	10.8
met3	7.9	91	3060	4.73
## stage by stage
step	instance area (um2)	std cells	power, mW	utilization, %	setup slack (ps)
after floorplan	11100	1651	0.823	-	1570
after global placement	11600	1902	1.09	53.3	473
after detailed placement	11600	1902	1.09	53.3	471
after CTS	11800	1910	1.23	53.9	110
after global routing	12100	1934	1.42	55.6	-23.5
final	12100	1934	1.31	55.6	549
## path summary, 6_finish.rpt
path              slack [ps]           to         start  cells after the start
setup / recovery         550   led_seg[3]  bin_time[11]                     32
hold / removal           450   counter[0]    counter[0]                      1
setup reg to reg        6450  bin_time[7]   bin_time[4]                     17
hold reg to reg          450   counter[0]    counter[0]                      1
## logic make-up after synthesis
group,count (synthesis)
AOI/OAI and AO/OA,643
and+or+nand+nor,636
buffers and inverters,177
xor gates and xnor gates,89
adders and majority gates,52
DFF,32
muxes,18
latches,4
## cells in the final DEF (no fill, tap or decap), drive strengths merged, types with 36 or more instances in the layout
cell	count
a21oi	125
a31oi	36
buf	80
ha	38
inv	53
nand2	176
nand3	58
nor2	164
nor3	51
o211ai	43
o21ai	132
xnor2	71
## report_power, final
group | switching [mW] | total [mW] | leakage [nW] | internal (mW)
clock | 0.0542 | 0.135 | 0.0660 | 0.0812
sequential | 0.00757 | 0.131 | 0.305 | 0.123
combinational | 0.574 | 1.04 | 4.14 | 0.465
total | 0.636 | 1.31 | 4.51 | 0.669
## area by class of cell
class / count / area [um2] / share of cell area, %
tap: 280 / 350 / 2.89
sequential: 36 / 772 / 6.36
clock buffer: 5 / 125 / 1.03
multi-input combinational: 1438 / 9690 / 79.8
inverter: 58 / 221 / 1.83
clock inverter: 3 / 23.8 / 0.196
timing repair buffer: 114 / 953 / 7.86
## repair_timing
item,4_1_cts,5_1_grt
setup buffers,0,24
setup endpoints to repair,0,10
resized,0,35
No activity file was given, so power comes from the tool's default toggle rates.
