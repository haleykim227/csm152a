`/design/flow/design.v`:
```
`timescale 1ns / 1ps
module vending_machine(
	input CARD_IN,
	input VALID_TRAN,
	input [3:0] ITEM_CODE,
	input KEY_PRESS,
	input DOOR_OPEN,
	input RELOAD,
	input CLK,
	input RESET,
	output VEND,
	output INVALID_SEL,
	output FAILED_TRAN,
	output [2:0] COST
	);
	parameter IDLE_STATE = 4'b0000;
	parameter RESET_STATE = 4'b0001;
	parameter RELOAD_STATE = 4'b0010;
	parameter TRANSACT_STATE_1 = 4'b0011;
	parameter TRANSACT_STATE_2 = 4'b0100;
	parameter INVALID_SEL_STATE = 4'b0101;
	parameter WAIT_VALID_SIGNAL_STATE = 4'b0110;
	parameter VEND_STATE = 4'b0111;
	parameter INVALID_TRAN_STATE = 4'b1000;
	parameter DOOR_HIGH_STATE = 4'b1001;
	reg [3:0] current_state, next_state;
	reg [2:0] counter;  
	reg [3:0] MSD, LSD;  
	reg VEND_REG;
	reg INVALID_SEL_REG;
	reg FAILED_TRAN_REG;
	reg [2:0] COST_REG;
	reg [3:0] ITEM_COUNT_00, ITEM_COUNT_01, ITEM_COUNT_02, ITEM_COUNT_03, ITEM_COUNT_04;
	reg [3:0] ITEM_COUNT_05, ITEM_COUNT_06, ITEM_COUNT_07, ITEM_COUNT_08, ITEM_COUNT_09;
	reg [3:0] ITEM_COUNT_10, ITEM_COUNT_11, ITEM_COUNT_12, ITEM_COUNT_13, ITEM_COUNT_14;
	reg [3:0] ITEM_COUNT_15, ITEM_COUNT_16, ITEM_COUNT_17, ITEM_COUNT_18, ITEM_COUNT_19;
	always @(posedge CLK) begin
		if (RESET)
			current_state <= RESET_STATE;
		else begin
			current_state <= next_state;
		end
	end
	always @(negedge CLK) begin
		case (current_state)
		TRANSACT_STATE_1: counter <= counter + 1;
		TRANSACT_STATE_2: counter <= counter + 1;
		WAIT_VALID_SIGNAL_STATE: counter <= counter + 1;
		VEND_STATE: counter <= counter + 1;
		default: counter <= 0;
		endcase
		if (current_state != next_state)
			counter <= 0;
	end
	always @(*) begin
		case (current_state)
			IDLE_STATE: begin
				if (CARD_IN == 1)
					next_state = TRANSACT_STATE_1;
				else if (RELOAD == 1)
					next_state = RELOAD_STATE;
				else
					next_state = IDLE_STATE;
			end
			RESET_STATE: begin
				if (RESET == 0)
					next_state = IDLE_STATE;
				else
					next_state = RESET_STATE;
			end
			RELOAD_STATE: begin
				if (RELOAD == 0)
					next_state = IDLE_STATE;
				else
					next_state = RELOAD_STATE;
			end
			TRANSACT_STATE_1: begin
				if (counter == 5)
					next_state = IDLE_STATE;
				else begin
					if (KEY_PRESS == 1) begin
						next_state = TRANSACT_STATE_2;
						MSD = ITEM_CODE;  
					end
					else
						next_state = TRANSACT_STATE_1;
				end
			end
			TRANSACT_STATE_2: begin
				if (counter == 5)
					next_state = IDLE_STATE;
				else begin
					if (KEY_PRESS == 1) begin
						LSD = ITEM_CODE;
						if ((MSD > 1) || (MSD < 0))
							next_state = INVALID_SEL_STATE;
						else if (LSD > 9)
							next_state = INVALID_SEL_STATE;
						else if ((MSD == 0) && (LSD == 0) && (ITEM_COUNT_00 == 0)) 
							next_state = INVALID_SEL_STATE;
						else if ((MSD == 0) && (LSD == 1) && (ITEM_COUNT_01 == 0)) 
							next_state = INVALID_SEL_STATE;
						else if ((MSD == 0) && (LSD == 2) && (ITEM_COUNT_02 == 0)) 
							next_state = INVALID_SEL_STATE;
						else if ((MSD == 0) && (LSD == 3) && (ITEM_COUNT_03 == 0)) 
							next_state = INVALID_SEL_STATE;
						else if ((MSD == 0) && (LSD == 4) && (ITEM_COUNT_04 == 0)) 
							next_state = INVALID_SEL_STATE;
						else if ((MSD == 0) && (LSD == 5) && (ITEM_COUNT_05 == 0)) 
							next_state = INVALID_SEL_STATE;
						else if ((MSD == 0) && (LSD == 6) && (ITEM_COUNT_06 == 0)) 
							next_state = INVALID_SEL_STATE;
						else if ((MSD == 0) && (LSD == 7) && (ITEM_COUNT_07 == 0)) 
							next_state = INVALID_SEL_STATE;
						else if ((MSD == 0) && (LSD == 8) && (ITEM_COUNT_00 == 8)) 
							next_state = INVALID_SEL_STATE;
						else if ((MSD == 0) && (LSD == 9) && (ITEM_COUNT_00 == 9)) 
							next_state = INVALID_SEL_STATE;
						else if ((MSD == 1) && (LSD == 0) && (ITEM_COUNT_10 == 0)) 
							next_state = INVALID_SEL_STATE;
						else if ((MSD == 1) && (LSD == 1) && (ITEM_COUNT_11 == 0)) 
							next_state = INVALID_SEL_STATE;
						else if ((MSD == 1) && (LSD == 2) && (ITEM_COUNT_12 == 0)) 
							next_state = INVALID_SEL_STATE;
						else if ((MSD == 1) && (LSD == 3) && (ITEM_COUNT_13 == 0)) 
							next_state = INVALID_SEL_STATE;
						else if ((MSD == 1) && (LSD == 4) && (ITEM_COUNT_14 == 0))
							next_state = INVALID_SEL_STATE;
						else if ((MSD == 1) && (LSD == 5) && (ITEM_COUNT_15 == 0)) 
							next_state = INVALID_SEL_STATE;
						else if ((MSD == 1) && (LSD == 6) && (ITEM_COUNT_16 == 0))
							next_state = INVALID_SEL_STATE;
						else if ((MSD == 1) && (LSD == 7) && (ITEM_COUNT_17 == 0))
							next_state = INVALID_SEL_STATE;
						else if ((MSD == 1) && (LSD == 8) && (ITEM_COUNT_18 == 0))
							next_state = INVALID_SEL_STATE;
						else if ((MSD == 1) && (LSD == 9) && (ITEM_COUNT_19 == 0))
							next_state = INVALID_SEL_STATE;
						else
							next_state = WAIT_VALID_SIGNAL_STATE;
					end
					else
						next_state = TRANSACT_STATE_2;
				end
			end
			INVALID_SEL_STATE: begin
				next_state = IDLE_STATE;
			end
			WAIT_VALID_SIGNAL_STATE: begin
				if (counter == 5)
					next_state = INVALID_TRAN_STATE;
				else begin
					if (VALID_TRAN == 1)
						next_state = VEND_STATE;
					else
						next_state = WAIT_VALID_SIGNAL_STATE;
				end
			end
			VEND_STATE: begin
				if (counter == 5)
					next_state = IDLE_STATE;
				else begin
					if (DOOR_OPEN == 1)
						next_state = DOOR_HIGH_STATE;
					else
						next_state = VEND_STATE;
				end
			end
			INVALID_TRAN_STATE: begin
				next_state = IDLE_STATE;
			end
			DOOR_HIGH_STATE: begin
				if (DOOR_OPEN == 0)
					next_state = IDLE_STATE;
				else
					next_state = DOOR_HIGH_STATE;
			end
		endcase
	end
	always @(*) begin
		case (current_state)
			IDLE_STATE: begin
				VEND_REG = 0;
				INVALID_SEL_REG = 0;
				FAILED_TRAN_REG = 0;
				COST_REG = 0;
			end
			RESET_STATE: begin
				VEND_REG = 0;
				INVALID_SEL_REG = 0;
				FAILED_TRAN_REG = 0;
				COST_REG = 0;
				ITEM_COUNT_00 = 0;
				ITEM_COUNT_01 = 0;
				ITEM_COUNT_02 = 0;
				ITEM_COUNT_03 = 0;
				ITEM_COUNT_04 = 0;
				ITEM_COUNT_05 = 0;
				ITEM_COUNT_06 = 0;
				ITEM_COUNT_07 = 0;
				ITEM_COUNT_08 = 0;
				ITEM_COUNT_09 = 0;
				ITEM_COUNT_10 = 0;
				ITEM_COUNT_11 = 0;
				ITEM_COUNT_12 = 0;
				ITEM_COUNT_13 = 0;
				ITEM_COUNT_14 = 0;
				ITEM_COUNT_15 = 0;
				ITEM_COUNT_16 = 0;
				ITEM_COUNT_17 = 0;
				ITEM_COUNT_18 = 0;
				ITEM_COUNT_19 = 0;
			end
			RELOAD_STATE: begin
				ITEM_COUNT_00 = 10;
				ITEM_COUNT_01 = 10;
				ITEM_COUNT_02 = 10;
				ITEM_COUNT_03 = 10;
				ITEM_COUNT_04 = 10;
				ITEM_COUNT_05 = 10;
				ITEM_COUNT_06 = 10;
				ITEM_COUNT_07 = 10;
				ITEM_COUNT_08 = 10;
				ITEM_COUNT_09 = 10;
				ITEM_COUNT_10 = 10;
				ITEM_COUNT_11 = 10;
				ITEM_COUNT_12 = 10;
				ITEM_COUNT_13 = 10;
				ITEM_COUNT_14 = 10;
				ITEM_COUNT_15 = 10;
				ITEM_COUNT_16 = 10;
				ITEM_COUNT_17 = 10;
				ITEM_COUNT_18 = 10;
				ITEM_COUNT_19 = 10;
			end
			TRANSACT_STATE_1: begin
			end
			TRANSACT_STATE_2: begin
			end
			INVALID_SEL_STATE: begin
				INVALID_SEL_REG = 1;
			end
			WAIT_VALID_SIGNAL_STATE: begin
				if ((MSD == 0) && (LSD == 0))
					COST_REG = 1;
				else if ((MSD == 0) && (LSD == 1))
					COST_REG = 1;
				else if ((MSD == 0) && (LSD == 2))
					COST_REG = 1;
				else if ((MSD == 0) && (LSD == 3))
					COST_REG = 1;
				else if ((MSD == 0) && (LSD == 4))
					COST_REG = 2;
				else if ((MSD == 0) && (LSD == 5))
					COST_REG = 2;
				else if ((MSD == 0) && (LSD == 6))
					COST_REG = 2;
				else if ((MSD == 0) && (LSD == 7))
					COST_REG = 2;
				else if ((MSD == 0) && (LSD == 8))
					COST_REG = 3;
				else if ((MSD == 0) && (LSD == 9))
					COST_REG = 3;
				else if ((MSD == 1) && (LSD == 0))
					COST_REG = 3;
				else if ((MSD == 1) && (LSD == 1))
					COST_REG = 3;
				else if ((MSD == 1) && (LSD == 2))
					COST_REG = 4;
				else if ((MSD == 1) && (LSD == 3))
					COST_REG = 4;
				else if ((MSD == 1) && (LSD == 4))
					COST_REG = 4;
				else if ((MSD == 1) && (LSD == 5))
					COST_REG = 4;
				else if ((MSD == 1) && (LSD == 6))
					COST_REG = 5;
				else if ((MSD == 1) && (LSD == 7))
					COST_REG = 5;
				else if ((MSD == 1) && (LSD == 8))
					COST_REG = 6;
				else if ((MSD == 1) && (LSD == 9))
					COST_REG = 6;
			end
			VEND_STATE: begin
				VEND_REG = 1;
				if ((MSD == 0) && (LSD == 0))
					ITEM_COUNT_00 = ITEM_COUNT_00 - 1;
				else if ((MSD == 0) && (LSD == 1))
					ITEM_COUNT_01 = ITEM_COUNT_01 - 1;
				else if ((MSD == 0) && (LSD == 2))
					ITEM_COUNT_02 = ITEM_COUNT_02 - 1;
				else if ((MSD == 0) && (LSD == 3))
					ITEM_COUNT_03 = ITEM_COUNT_03 - 1;
				else if ((MSD == 0) && (LSD == 4))
					ITEM_COUNT_04 = ITEM_COUNT_04 - 1;
				else if ((MSD == 0) && (LSD == 5))
					ITEM_COUNT_05 = ITEM_COUNT_05 - 1;
				else if ((MSD == 0) && (LSD == 6))
					ITEM_COUNT_06 = ITEM_COUNT_06 - 1;
				else if ((MSD == 0) && (LSD == 7))
					ITEM_COUNT_07 = ITEM_COUNT_07 - 1;
				else if ((MSD == 0) && (LSD == 8))
					ITEM_COUNT_08 = ITEM_COUNT_08 - 1;
				else if ((MSD == 0) && (LSD == 9))
					ITEM_COUNT_09 = ITEM_COUNT_09 - 1;
				else if ((MSD == 1) && (LSD == 0))
					ITEM_COUNT_10 = ITEM_COUNT_10 - 1;
				else if ((MSD == 1) && (LSD == 1))
					ITEM_COUNT_11 = ITEM_COUNT_11 - 1;
				else if ((MSD == 1) && (LSD == 2))
					ITEM_COUNT_12 = ITEM_COUNT_12 - 1;
				else if ((MSD == 1) && (LSD == 3))
					ITEM_COUNT_13 = ITEM_COUNT_13 - 1;
				else if ((MSD == 1) && (LSD == 4))
					ITEM_COUNT_14 = ITEM_COUNT_14 - 1;
				else if ((MSD == 1) && (LSD == 5))
					ITEM_COUNT_15 = ITEM_COUNT_15 - 1;
				else if ((MSD == 1) && (LSD == 6))
					ITEM_COUNT_16 = ITEM_COUNT_16 - 1;
				else if ((MSD == 1) && (LSD == 7))
					ITEM_COUNT_17 = ITEM_COUNT_17 - 1;
				else if ((MSD == 1) && (LSD == 8))
					ITEM_COUNT_18 = ITEM_COUNT_18 - 1;
				else if ((MSD == 1) && (LSD == 9))
					ITEM_COUNT_19 = ITEM_COUNT_19 - 1;
			end
			INVALID_TRAN_STATE: begin
				FAILED_TRAN_REG = 1;
			end
			DOOR_HIGH_STATE: begin
			end
		endcase
	end
	assign VEND = VEND_REG;
	assign INVALID_SEL = INVALID_SEL_REG;
	assign FAILED_TRAN = FAILED_TRAN_REG;
	assign COST = COST_REG;
endmodule
```
`/design/flow/run.sh`:
```
#!/bin/bash
# OpenROAD 26Q1-2900-gdf79404cd8, Yosys 0.63+post, stock flow scripts
make -C /OpenROAD-flow-scripts/flow DESIGN_CONFIG=/design/flow/config.mk WORK_HOME=/design/flow/orfs finish
```
`/design/flow/config.mk`:
```
export PLATFORM = sky130hd
export DESIGN_NAME = vending_machine
export DESIGN_NICKNAME = vending_machine
export VERILOG_FILES = /design/flow/design.v
export SDC_FILE = /design/flow/constraint.sdc
export NUM_CORES = 4
export LEC_CHECK = 1
export CORE_UTILIZATION = 50
```
`/design/flow/constraint.sdc`:
```
current_design vending_machine

set clk_period 2.3
set clk_io_pct 0.2

create_clock -name clk0 -period $clk_period [get_ports {CLK}]

set non_clock_inputs [all_inputs -no_clocks]
set_input_delay [expr $clk_period * $clk_io_pct] -clock clk0 $non_clock_inputs
set_output_delay [expr $clk_period * $clk_io_pct] -clock clk0 [all_outputs]
```
==> notes.md <==
Implementation numbers.

- On the worst setup and hold paths after CTS, the clock-pin slew comes to approximately 0.04 ns.
- The cell chosen for the clock root reads sky130_fd_sc_hd__clkbuf_8.
- In this run the VDD rail shows a maximum IR drop of approximately 0.0005 V.
- Dividing the detail-routed via count by the number of cells gives ~5.3.
- The count of filler cells inserted in the layout reads 729.
- TritonCTS built the clock tree.
- The tally of unique sky130hd cells used after synthesis is 57.
- The startpoint class of the critical path reads a flip-flop.
- The leakage power summed over all cells is 0.00187 µW.
- From synthesis to final layout, the design area changed by 6.57%.
- The placer congestion estimate is 0.964.
- The maximum buffer depth of the clock tree reads 2.
- The floorplan has 32 rows.
- The post-synth tally of flip-flops with integrated enable is 0.
- The global-route wire length before repair is ~15 mm.
- The HPWL reported at the end of detailed placement reads 6.38 mm.
- The type recorded for the worst min-delay path is flip-flop to flip-flop.
- The cell count after synthesis reads 519.
- The arrival time of the worst setup path reads 1.17 ns.
- The chip area reads 0.00863 mm².
- The number of unconstrained endpoints reads 96.
- The number of cell instances after yosys synthesis reads about 520.
- The pre-CTS setup check shows a worst slack of 0.144 ns.
- The number of register pins that no clock reaches reads around 90.
- The number of clock buffers inserted by TritonCTS reads 3.
- The combined flip-flop and latch cell area is 0.00149 mm².
- Gates resized during post-CTS repair numbered 0.
- Buffers inserted to repair hold after CTS numbered 0.
- The total setup violations reported at the end of the flow is 0.
- The count of nets left with antenna violations once routing finished came out at 0.
- Warnings reported by Yosys during synthesis add up to about 73.
- For reference, the post-synthesis area per instance comes to between 7 and 8 µm².
- The post-CTS setup buffer count is 0.
- The final layout contains routed wiring with a total length of 8.51 mm.
- The fraction of synthesis flops using an asynchronous set or reset pin reads 0%.
- In this run the horizontal extent of the chip is a little over 90 µm.
- The final sum of negative setup slack reads 0 ns.
- The hold violation count in the final report reads 0.
- For this block, the initial DRC count from the detailed router was approximately 170.
- The element type at the critical path end is a flip-flop.
- The number of H-tree branching levels reads 1.
- The number of slew-limit violations in the final report is 0.
- The core area reads 0.00785 mm².
- The total area of multi-input combinational cells reads 0.00234 mm².
- The final worst slack reads 0.204 ns.
- The die span in y reads 92.9 µm.
- The number of search-and-repair iterations in the first detailed-routing pass reads 4.
- The maximum number of pins on one net before global-route repair is 67.
- According to the Yosys statistics, the synthesized design has a chip area of 0.00413 mm².
- At the end of the flow the core is filled with cells to a little under three fifths.
- The overall routing resource usage is 21.4%.
- The number of warnings the tools reported is 47.
- For this design the ratio of total power to cell area is 123 mW/mm².
- The insertion delay to the later sink of the worst-skew pair reads 0.29 ns.
- Data on the critical path is required at its endpoint by around 1.4 ns.
- 0 antenna diodes ended up in the layout.
- The run finished with clean final reports.
- The critical path class is flip-flop to flip-flop.
- The total I/O pin count is 17.
- The final setup skew is 0.0704 ns.
- The worst slew margin relative to its limit is 52.7%.
- The number of buffers added on ports is 16.
- The global-route congestion overflow total is 0.
- The post-route netlist has 4.42% of its cells at a drive strength greater than 1.
- The flip-flop and latch count after synthesis reads between 90 and 100.
- The number of antenna violations at the first check in global routing reads 0.
- The combined area of all synthesized cells reads 0.00413 mm².
- The share of the core area taken by cells at floorplan is a little over half.
- The via count of the first global-routing pass is around 3,200.
- The count of vias placed by the detailed router reads approximately 3,300.
- The largest driver fanout on the critical path reads 3.
- The number of remaining DRC errors is 0.
- Setup repair after global routing left no endpoint under its margin.
- The number of maximum-capacitance violations recorded for the run is 0.
- The most used flip-flop cell after synthesis is sky130_fd_sc_hd__dlxtn_1.
- The detail-routed net length per standard cell is 13.7 µm.
- The slew at the pin closest to its max-slew limit reads between 0.7 and 0.8 ns.
per-layer routing:
metal	global-route usage [%]	part of all wire, %	vias to the layer above
met5	0	0	-
met4	1.79	1.2	0
met3	2.51	4.3	10
met2	32.6	43	85
met1	34.9	52	1472
li1	-	-	1747
where the power goes:
group	internal (µW)	switching, µW
clock	127	61.3
sequential	173	20.3
combinational	67.6	93.7
total	367	175
path summary, 6_finish.rpt:
kind,depth (start not counted),endpoint,start,slack [ns]
min reg2reg,1,counter[0]$_SDFF_NP0_,counter[0]$_SDFF_NP0_,0.47
max,5,counter[0]$_SDFF_NP0_,current_state[2]$_SDFF_PP0_,0.20
min,1,counter[0]$_SDFF_NP0_,counter[0]$_SDFF_NP0_,0.47
max reg2reg,5,counter[0]$_SDFF_NP0_,current_state[2]$_SDFF_PP0_,0.20
cells by family (layout without fill, tap and decap cells):
| logic type | after synthesis | count (layout) | synth area share (%) |
|---|---|---|---|
| compound gates | 100 | 100 | 14.7 |
| mux | 2 | 2 | 0.515 |
| simple gates | 166 | 166 | 21.0 |
| fa+ha+maj | 40 | 40 | 12.0 |
| buf+inv | 75 | 76 | 7.51 |
| flops | 7 | 7 | 3.39 |
| latches | 90 | 90 | 32.7 |
| xor+xnor | 39 | 39 | 8.27 |
synthesized netlist by cell type (10+ instances only):
library cell / n / area (µm²)
sky130_fd_sc_hd__xnor2_1: 38 / 333
sky130_fd_sc_hd__a31oi_1: 11 / 68.8
sky130_fd_sc_hd__nor3_1: 30 / 150
sky130_fd_sc_hd__a21oi_1: 20 / 100
sky130_fd_sc_hd__inv_1: 43 / 161
sky130_fd_sc_hd__o21ai_0: 42 / 210
sky130_fd_sc_hd__nor2_1: 60 / 225
sky130_fd_sc_hd__dlxtn_1: 90 / 1350
sky130_fd_sc_hd__clkbuf_1: 20 / 75.1
sky130_fd_sc_hd__nor2b_1: 10 / 62.6
sky130_fd_sc_hd__nand2_1: 19 / 71.3
sky130_fd_sc_hd__ha_1: 38 / 475
final cells by class:
class / count / area share, %
tap: 102 / 2.90
clock inverter: 3 / 0.256
inverter: 45 / 3.84
timing repair buffer: 24 / 5.00
sequential: 97 / 33.9
clock buffer: 4 / 1.02
multi-input combinational: 347 / 53.1
critical path: stages, from the launching register on:
cell and delay, ns:
sky130_fd_sc_hd__dfxtp_1 0.34, sky130_fd_sc_hd__nor2b_1 0.18, sky130_fd_sc_hd__nand2_1 0.07, sky130_fd_sc_hd__o21ai_0 0.14, sky130_fd_sc_hd__nand2_1 0.11, sky130_fd_sc_hd__nor2_1 0.10
per-stage QoR:
stage	cells	hold slack (ns)	instance area [µm²]	total power, µW
floorplan	519	0.421	4130	311
finish	622	0.468	4400	542
global placement	616	0.429	4350	364
CTS	622	0.465	4400	547
global route	622	0.480	4400	582
detailed placement	616	0.454	4350	365
cell usage in the layout (no fill, tap or decap), types with 5 or more instances in the layout:
cell,Yosys,layout
sky130_fd_sc_hd__dlxtn_1,90,90
sky130_fd_sc_hd__nor2_1,60,60
sky130_fd_sc_hd__inv_1,43,45
sky130_fd_sc_hd__o21ai_0,42,42
sky130_fd_sc_hd__xnor2_1,38,38
sky130_fd_sc_hd__ha_1,38,38
sky130_fd_sc_hd__nor3_1,30,30
sky130_fd_sc_hd__a21oi_1,20,20
sky130_fd_sc_hd__nand2_1,19,19
sky130_fd_sc_hd__clkdlybuf4s50_1,0,16
sky130_fd_sc_hd__a31oi_1,11,11
sky130_fd_sc_hd__nor2b_1,10,10
sky130_fd_sc_hd__nor4b_1,8,8
sky130_fd_sc_hd__buf_4,2,8
sky130_fd_sc_hd__o21ai_1,7,7
sky130_fd_sc_hd__dfxtp_1,7,7
sky130_fd_sc_hd__nand2b_1,5,5
Power and IR drop assume default switching activity.
